==> design/flow/design.v <==
package DEF;
    typedef logic [63:0] dw;
    typedef enum logic [3:0] {
        ALU_OP_ADD,
        ALU_OP_SLL,
        ALU_OP_SLT,
        ALU_OP_SLTU,
        ALU_OP_XOR,
        ALU_OP_SRL,
        ALU_OP_OR,
        ALU_OP_AND,
        ALU_OP_SUB,
        ALU_OP_SRA
    } alu_opcode_t;
    typedef enum logic {
        ALU_OP_32,
        ALU_OP_64
    } alu_op_width_t;
    typedef struct packed {
        alu_opcode_t   alu_op;
        alu_op_width_t alu_width;
    } alu_control_packet_t;
    typedef enum logic {
        NEXT_PC_SEL_PLUS_4,
        NEXT_PC_SEL_TARGET
    } next_pc_sel_t;
    typedef enum logic {
        ALU_OP1_SEL_RS1,
        ALU_OP1_SEL_PC
    } alu_op1_sel_t;
    typedef enum logic {
        ALU_OP2_SEL_RS2,
        ALU_OP2_SEL_IMM
    } alu_op2_sel_t;
    typedef enum logic [1:0] {
        SEL_PC_PLUS_4,
        SEL_LOAD_DATA,
        SEL_ALU_OUT
    } wb_sel_t;
    typedef union packed {
        struct packed {
            logic [6:0] func7;
            logic [4:0] rs2;
            logic [4:0] rs1;
            logic [2:0] func3;
            logic [4:0] rd;
            logic [6:0] opcode;
        } R_TYPE;
        struct packed {
            logic [11:0] imm_11_0;
            logic [4:0]  rs1;
            logic [2:0]  func3;
            logic [4:0]  rd;
            logic [6:0]  opcode;
        } I_TYPE;
        struct packed {
            logic [6:0] imm_11_5;
            logic [4:0] rs2;
            logic [4:0] rs1;
            logic [2:0] func3;
            logic [4:0] imm_4_0;
            logic [6:0] opcode;
        } S_TYPE;
        struct packed {
            logic [19:0] imm_31_12;
            logic [4:0]  rd;
            logic [6:0]  opcode;
        } U_TYPE;
        struct packed {
            logic imm_12;
            logic [5:0] imm_10_5;
            logic [4:0] rs2;
            logic [4:0] rs1;
            logic [2:0] func3;
            logic [3:0] imm_4_1;
            logic imm_11;
            logic [6:0] opcode;
        } B_TYPE;
        struct packed {
            logic imm_20;
            logic [9:0] imm_10_1;
            logic imm_11;
            logic [7:0] imm_19_12;
            logic [4:0] rd;
            logic [6:0] opcode;
        } J_TYPE;
        logic [31:0] raw;
    } inst_t;
    typedef enum logic [6:0] {
        OP = 7'b0110011,
        OP_32 = 7'b0111011,
        OP_IMM = 7'b0010011,
        OP_IMM_32 = 7'b0011011,
        LOAD = 7'b0000011,
        STORE = 7'b0100011,
        BRANCH = 7'b1100011,
        JAL = 7'b1101111,
        JALR = 7'b1100111,
        AUIPC = 7'b0010111,
        LUI = 7'b0110111,
        SYSTEM = 7'b1110011
    } INST_OPCODE;
    typedef enum logic [2:0] {
        ADD_SUB_FUNC3 = 3'b000,
        SLL_FUNC3 = 3'b001,
        SLT_FUNC3 = 3'b010,
        SLTU_FUNC3 = 3'b011,
        XOR_FUNC3 = 3'b100,
        SRL_SRA_FUNC3 = 3'b101,
        OR_FUNC3 = 3'b110,
        AND_FUNC3 = 3'b111
    } ARITHMETIC_FUNC3;
    typedef enum logic [2:0] {
        BEQ_FUNC3  = 3'b000,
        BNE_FUNC3  = 3'b001,
        BLT_FUNC3  = 3'b100,
        BGE_FUNC3  = 3'b101,
        BLTU_FUNC3 = 3'b110,
        BGEU_FUNC3 = 3'b111
    } BRANCH_FUNC3;
    typedef enum logic [2:0] {
        SB_FUNC3 = 3'b000,
        SH_FUNC3 = 3'b001,
        SW_FUNC3 = 3'b010,
        SD_FUNC3 = 3'b011
    } STORE_FUNC3;
    typedef enum logic [2:0] {
        LB_FUNC3  = 3'b000,
        LH_FUNC3  = 3'b001,
        LW_FUNC3  = 3'b010,
        LD_FUNC3  = 3'b011,
        LBU_FUNC3 = 3'b100,
        LHU_FUNC3 = 3'b101,
        LWU_FUNC3 = 3'b110
    } LOAD_FUNC3;
    typedef enum logic [11:0] {
        ECALL_FUNC12  = 12'b000000000000,
        EBREAK_FUNC12 = 12'b000000000001
    } SYSTEM_FUNC12;
    typedef enum logic {
        D_REG_DATA,
        W_FORWARDING_D
    } D_data_sel;
    typedef enum logic [1:0] {
        E_REG_DATA,
        M_FORWARDING_E,
        W_FORWARDING_E
    } E_data_sel;
endpackage : DEF
module Adder(
    input wire [31:0] curr_pc,
    input wire clk,
    output reg [31:0] next_pc
);
    always @(curr_pc)
    begin
        next_pc <= curr_pc + 32'd4;
    end
endmodule
==> design/flow/run.sh <==
#!/bin/bash
# OpenROAD 26Q1-2900-gdf79404cd8, Yosys 0.63+post, stock flow scripts
make -C /OpenROAD-flow-scripts/flow DESIGN_CONFIG=/design/flow/config.mk WORK_HOME=/design/flow/orfs finish
==> design/flow/config.mk <==
export PLATFORM = sky130hd
export DESIGN_NAME = Adder
export DESIGN_NICKNAME = Adder
export VERILOG_FILES = /design/flow/design.v
export SDC_FILE = /design/flow/constraint.sdc
export NUM_CORES = 4
export LEC_CHECK = 1
export CORE_AREA = 10 10 70 70
export DIE_AREA = 0 0 80 80
==> design/flow/constraint.sdc <==
current_design Adder

set clk_period 9.1
set clk_io_pct 0.2

create_clock -name clk0 -period $clk_period

set non_clock_inputs [all_inputs -no_clocks]
set_input_delay [expr $clk_period * $clk_io_pct] -clock clk0 $non_clock_inputs
set_output_delay [expr $clk_period * $clk_io_pct] -clock clk0 [all_outputs]
==> run summary <==
impl run done, here's what came out: chip height=80 microns, crit end category=primary output, Finished Layout Cells=187, LEAKAGE=0.423 nW, placed cell area=1220 sq um, I/O Buffers=60, fin crit share=0.644, global-route wire length before repair=3550 microns, CLK BUF=0, row cnt=21, initial antenna violation count=0, critical path capture point=next_pc[28], Core Util, Final=0.358, Worst Hold Margin=3.64 ns, Final Hold Viols=0, final instance area=1220 sq um, routed wire length=2280 microns, CORE AREA=3420 sq um, required time of the worst setup path=7.28 ns, most numerous logic cells after layout=60 x clkdlybuf4s50_1, 21 x xnor2_1, 10 x nand3_1, 10 x nand2_1, 9 x nand4_1, drt first-iter violations=23, Die Width=80 microns, # hold bufs at CTS=0, IO Pins=65, routed length per instance=12.2 microns, Cell Pwr Density=34.2 nW/um^2, total track usage=0.0653, DRT antenna net count=0, placed cell count=187, ys cells=83, Avg Cell Area, Syn=6.99 sq um, Worst-Margin Slew=0.515 ns, Cells after Synth=83, full die area=6400 sq um, Init Core Util=0.170, max-slew violations=0, run status=finished, final reports clean, dominant logic cell type in the layout=clkdlybuf4s50_1, Vias=767, Setup CP Type=in2out, post-CTS sizing=0, Yosys Warn Count=1, Unique cell types=18, Fmax=0.171 GHz, critical path arrival=4.04 ns, flop count=0, CP Max Fanout=8, M1 GR Usage=0.0719, global route overflow=0, VDD IR-drop max=0.0175 mV, Setup crit start=curr_pc[2], pre-CTS setup slack=3.19 ns, TritonRoute pass-1 iters=2, Layout Area Growth over Synthesis=111%, Filler cells=360, Tot Pwr=0.0418 mW, Reg area=0 sq um, Worst Setup Start Kind=input pin, Post-route DRC=0, YS chip area=581 sq um, HPWL after detailed placement=2020 microns, vias in the first global route=799, postcts setup bufs=0, total negative slack=0 ns, grt met3 use=0.0273, post-layout min period=5.86 ns, Tightest Hold Check Type=in2out, Seq/Total Area, Yosys=0, final setup vio count=0, busiest grt layer=met2, synthesized area=581 sq um, Final GP Congestion=0.734, ANT cells=0, Via density=4.10, RSZ-0062 raised after global routing=no, count of tool warnings=33, final setup margin=3.24 ns, met2 usage=0.120, largest net degree at the start of global routing=9, Slew headroom=0.654, MaxCap Viol Count=0, proportion of layout cells with a drive suffix above 1=0.0496
==> final cells by class <==
cell class | instances | area [sq um] | area share
timing repair buffer | 60 | 601 | 0.491
inverter | 2 | 7.51 | 0.00613
tap | 46 | 57.6 | 0.0470
multi-input combinational | 79 | 558 | 0.456
==> metal layers <==
| layer | vias up | routed length (microns) |
|---|---|---|
| met4 | 0 | 0 |
| met1 | 328 | 903 |
| li1 | 409 | - |
| met5 | - | 0 |
| met3 | 0 | 296 |
| met2 | 30 | 1080 |
==> logic make-up (layout without fill, tap and decap cells) <==
kind of cell	count (synthesis)	after routing	share of synthesized area
fa+ha+maj	1	1	0.0215
simple gates	50	50	0.517
xor+xnor	28	28	0.422
buf+inv	4	62	0.0388
==> critical path, stage by stage <==
cell             delay, ns
clkdlybuf4s50_1       0.52
ha_1                  0.20
nand3_1               0.23
nor4_4                0.45
nand4_1               0.18
xnor2_1               0.16
clkdlybuf4s50_1       0.48
==> how the worst min path moves through the flow <==
stage	from	endpoint	cells after the start
finish	curr_pc[0]	next_pc[0]	0
CTS	curr_pc[0]	next_pc[0]	0
global route	curr_pc[0]	next_pc[0]	0
==> power by group <==
group | total [mW] | switching (mW) | internal [mW]
logic | 0.0418 | 0.0127 | 0.0291
registers | 0 | 0 | 0
clock network | 0 | 0 | 0
total | 0.0418 | 0.0127 | 0.0291
==> cell usage after synthesis <==
master    n  area share
and2_1    1       0.011
nand4_2   1       0.022
nor2_1    7       0.045
and4_1    1       0.015
and3_1    2       0.022
nand3_1  10       0.086
inv_1     2       0.013
or2_2     2       0.022
nand2_1  10       0.065
buf_4     2       0.026
nand4_1   9       0.097
nor3_1    3       0.026
xnor2_1  21        0.32
xor2_1    7        0.11
ha_1      1       0.022
and4_2    1       0.017
nor4_4    2       0.073
nand3_2   1       0.017
No activity file was given, so power comes from the tool's default toggle rates.
