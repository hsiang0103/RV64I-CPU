==> flow/design.v <==
package DEF;
    typedef logic [63:0] dw;
    typedef enum logic [3:0] {
        ALU_OP_ADD,
        ALU_OP_SLL,
        ALU_OP_SLT,
        ALU_OP_SLTU,
        ALU_OP_XOR,
        ALU_OP_SRL,
        ALU_OP_OR,
        ALU_OP_AND,
        ALU_OP_SUB,
        ALU_OP_SRA
    } alu_opcode_t;
    typedef enum logic {
        ALU_OP_32,
        ALU_OP_64
    } alu_op_width_t;
    typedef struct packed {
        alu_opcode_t   alu_op;
        alu_op_width_t alu_width;
    } alu_control_packet_t;
    typedef enum logic {
        NEXT_PC_SEL_PLUS_4,
        NEXT_PC_SEL_TARGET
    } next_pc_sel_t;
    typedef enum logic {
        ALU_OP1_SEL_RS1,
        ALU_OP1_SEL_PC
    } alu_op1_sel_t;
    typedef enum logic {
        ALU_OP2_SEL_RS2,
        ALU_OP2_SEL_IMM
    } alu_op2_sel_t;
    typedef enum logic [1:0] {
        SEL_PC_PLUS_4,
        SEL_LOAD_DATA,
        SEL_ALU_OUT
    } wb_sel_t;
    typedef union packed {
        struct packed {
            logic [6:0] func7;
            logic [4:0] rs2;
            logic [4:0] rs1;
            logic [2:0] func3;
            logic [4:0] rd;
            logic [6:0] opcode;
        } R_TYPE;
        struct packed {
            logic [11:0] imm_11_0;
            logic [4:0]  rs1;
            logic [2:0]  func3;
            logic [4:0]  rd;
            logic [6:0]  opcode;
        } I_TYPE;
        struct packed {
            logic [6:0] imm_11_5;
            logic [4:0] rs2;
            logic [4:0] rs1;
            logic [2:0] func3;
            logic [4:0] imm_4_0;
            logic [6:0] opcode;
        } S_TYPE;
        struct packed {
            logic [19:0] imm_31_12;
            logic [4:0]  rd;
            logic [6:0]  opcode;
        } U_TYPE;
        struct packed {
            logic imm_12;
            logic [5:0] imm_10_5;
            logic [4:0] rs2;
            logic [4:0] rs1;
            logic [2:0] func3;
            logic [3:0] imm_4_1;
            logic imm_11;
            logic [6:0] opcode;
        } B_TYPE;
        struct packed {
            logic imm_20;
            logic [9:0] imm_10_1;
            logic imm_11;
            logic [7:0] imm_19_12;
            logic [4:0] rd;
            logic [6:0] opcode;
        } J_TYPE;
        logic [31:0] raw;
    } inst_t;
    typedef enum logic [6:0] {
        OP = 7'b0110011,
        OP_32 = 7'b0111011,
        OP_IMM = 7'b0010011,
        OP_IMM_32 = 7'b0011011,
        LOAD = 7'b0000011,
        STORE = 7'b0100011,
        BRANCH = 7'b1100011,
        JAL = 7'b1101111,
        JALR = 7'b1100111,
        AUIPC = 7'b0010111,
        LUI = 7'b0110111,
        SYSTEM = 7'b1110011
    } INST_OPCODE;
    typedef enum logic [2:0] {
        ADD_SUB_FUNC3 = 3'b000,
        SLL_FUNC3 = 3'b001,
        SLT_FUNC3 = 3'b010,
        SLTU_FUNC3 = 3'b011,
        XOR_FUNC3 = 3'b100,
        SRL_SRA_FUNC3 = 3'b101,
        OR_FUNC3 = 3'b110,
        AND_FUNC3 = 3'b111
    } ARITHMETIC_FUNC3;
    typedef enum logic [2:0] {
        BEQ_FUNC3  = 3'b000,
        BNE_FUNC3  = 3'b001,
        BLT_FUNC3  = 3'b100,
        BGE_FUNC3  = 3'b101,
        BLTU_FUNC3 = 3'b110,
        BGEU_FUNC3 = 3'b111
    } BRANCH_FUNC3;
    typedef enum logic [2:0] {
        SB_FUNC3 = 3'b000,
        SH_FUNC3 = 3'b001,
        SW_FUNC3 = 3'b010,
        SD_FUNC3 = 3'b011
    } STORE_FUNC3;
    typedef enum logic [2:0] {
        LB_FUNC3  = 3'b000,
        LH_FUNC3  = 3'b001,
        LW_FUNC3  = 3'b010,
        LD_FUNC3  = 3'b011,
        LBU_FUNC3 = 3'b100,
        LHU_FUNC3 = 3'b101,
        LWU_FUNC3 = 3'b110
    } LOAD_FUNC3;
    typedef enum logic [11:0] {
        ECALL_FUNC12  = 12'b000000000000,
        EBREAK_FUNC12 = 12'b000000000001
    } SYSTEM_FUNC12;
    typedef enum logic {
        D_REG_DATA,
        W_FORWARDING_D
    } D_data_sel;
    typedef enum logic [1:0] {
        E_REG_DATA,
        M_FORWARDING_E,
        W_FORWARDING_E
    } E_data_sel;
endpackage : DEF
module control_E(input wire clk,
                 input wire rst,
                 input wire stall,
                 input wire jb,
                 input wire[4:0] E_in_op,
                 input wire[2:0] E_in_f3,
                 input wire E_in_f7,
                 input wire[4:0] E_in_rd,
                 input wire[4:0] E_in_rs1,
                 input wire[4:0] E_in_rs2,
                 output reg[4:0] E_out_op,
                 output reg[2:0] E_out_f3,
                 output reg E_out_f7,
                 output reg[4:0] E_out_rd,
                 output reg[4:0] E_out_rs1,
                 output reg[4:0] E_out_rs2);
    always@(posedge clk or posedge rst)
    begin
        if (rst)
        begin
            E_out_f3  <= 3'b0;
            E_out_op  <= 5'b0;
            E_out_rd  <= 5'b0;
            E_out_rs1 <= 5'b0;
            E_out_rs2 <= 5'b0;
            E_out_f7  <= 1'b0;
        end
        else
        begin
            if (stall || jb)
            begin
                E_out_f3  <= 3'b0;
                E_out_op  <= 5'b0;
                E_out_rd  <= 5'b0;
                E_out_rs1 <= 5'b0;
                E_out_rs2 <= 5'b0;
                E_out_f7  <= 1'b0;
            end
            else
            begin
                E_out_f3  <= E_in_f3;
                E_out_op  <= E_in_op;
                E_out_rd  <= E_in_rd;
                E_out_rs1 <= E_in_rs1;
                E_out_rs2 <= E_in_rs2;
                E_out_f7  <= E_in_f7;
            end
        end
    end
endmodule
==> flow/run.sh <==
#!/bin/bash
# OpenROAD 26Q1-2900-gdf79404cd8, Yosys 0.63+post, stock flow scripts
make -C /OpenROAD-flow-scripts/flow DESIGN_CONFIG=/design/flow/config.mk WORK_HOME=/design/flow/orfs finish
==> flow/config.mk <==
export PLATFORM = sky130hd
export DESIGN_NAME = control_E
export DESIGN_NICKNAME = control_E
export VERILOG_FILES = /design/flow/design.v
export SDC_FILE = /design/flow/constraint.sdc
export NUM_CORES = 4
export LEC_CHECK = 1
export CORE_AREA = 10 10 104 104
export DIE_AREA = 0 0 114 114
==> flow/constraint.sdc <==
current_design control_E

set clk_period 1.0
set clk_io_pct 0.2

create_clock -name clk0 -period $clk_period [get_ports {clk}]

set non_clock_inputs [all_inputs -no_clocks]
set_input_delay [expr $clk_period * $clk_io_pct] -clock clk0 $non_clock_inputs
set_output_delay [expr $clk_period * $clk_io_pct] -clock clk0 [all_outputs]
==> changes_impl.md <==
## Flow update

- Status: completed
- FP Util: 10.7%
- Worst path slowest cell: dfrtp_1
- GP Congestion: 0.679
- Data required, critical path: 0.80 ns
- Worst slew margin: 88.7%
- Residual DRC: 0
- Crit path max fanout: 1
- Yosys cell count: between 50 and 60
- CTS Buffer Depth: 2
- Clk root buf: clkbuf_8
- Core Region: 8680 um^2
- H-tree levels: 1
- Vias: 615
- P_int: 1450 uW
- # diodes: 0
- Clock sink count: 24
- Port Buffers: 51
- Cell Type Count: 5
- Final std cells w/o fill: around 210
- Logic cell area: 280 um^2
- First-pass GRT wire length: between 4 and 5 mm
- Flop pwr share: 54.4%
- TritonCTS clock tree: done
- Global Route Usage Sum: around 4.2%
- Min Hold Slack: 0.271 ns
- Final wirelength: approximately 2.8 mm
- Cell family with most CP delay: flip-flops
- Clock share of power: 31.1%
- Initial antenna violation count: 0
- Tcrit/Tclk final: 97.1%
- Post-Synthesis Cell Area: 930 um^2
- Drt via density: roughly 2.9
- Area delta synth->final: 62.6%
- PwrDens: between 1000 and 1500 nW/um^2
- Clock-pin transition on the worst setup and hold timing paths: about 0.090 ns
- I/O pin total: between 50 and 60
- Total Power: 1860 uW
- Sequential fraction of the synthesis area: 64.6%
- YS chip area: just over 900 um^2
- Inst Count DP: 211
- Max VDD drop: 0.390 mV
- Final Core Density: 17.4%
- RSZ-0062 raised after global routing: yes
- Critical-path cell list: buf_2
- Share of cells above drive strength 1: 47.2%
- Die Ht: 114 um
- Die outline width: 114 um
- Drt first-iter violations: 17
- FP Rows: 34
- Reg area: 601 um^2
- Comb pwr share: 14.5%
- Kind of critical path: reg2out
- Routed length per instance: 12.9 um
- Sw frac: about 22%
- Fmax: 1.03 GHz
- Least-Margin Pin Slew: 0.170 ns
- Post-Syn Instances: 53
- NetSw: 413 uW
- Hold buffers post-CTS: 0
- Synthesis Warnings: 1
- Fin. Hold Viols: 0
- Final Max Tran Viols: 0
- Leak Pwr: 0.000675 uW
- Grt ovf: 0
- Registers, synthesis: 24
- Final min period: 0.971 ns
- Dpl hpwl: 2.09 mm
- Antenna Nets Post-Route: 0
- Worst EP arrival: 0.77 ns
- CP peak stage delay: 0.39 ns
- Die area: 13000 um^2
- Final Setup Violations: 0
- Iteration count of the initial detailed-routing pass: 2
- Filler cells: 984
- Number of max-cap violations: 0
- Syn Area/Cell: 17.5 um^2
- Crit path depth: 1
- WP buf/inv: 1
- Worst setup SP type: flop
- Crit path capture type: primary output
- Vias in the first global route: 742
- Pin count of the biggest net entering global routing: 25
- Worst hold path class: in2async
- TritonCTS Buffers: 3
- Tool warnings: 27
[stage by stage]
stage,instance area (um^2),worst slack [ns],TNS [ns]
global placement,1590,-0.120,-2.78
floorplan,930,0.336,0
global route,1510,-0.0251,-0.0251
detailed placement,1590,-0.136,-2.84
finish,1510,0.0289,0
CTS,1510,-0.00472,-0.00472
[repair_timing]
| action | CTS | global route |
|---|---|---|
| buffers inserted | 0 | 0 |
| endpoints found under the setup margin | 24 | 1 |
| pin swaps | 0 | 0 |
| resized | 76 | 0 |
[cell type report]
cell class | count | area share (%)
flip-flops and latches | 24 | 39.7
repair buffers | 54 | 29.8
multi-input cells | 24 | 18.5
well taps | 108 | 8.94
clock buffers | 3 | 2.73
inverters | 1 | 0.248
[final timing paths]
check                      slack (ns)    startpoint      endpoint
worst max-delay path             0.03  E_out_rs2[0]  E_out_rs2[0]
worst min-delay path             0.27           rst  E_out_rs2[1]
max in group asynchronous        0.58           rst   E_out_op[0]
min in group clk0                0.49    E_in_f3[2]   E_out_f3[2]
[cell families after synthesis]
kind of cell  after synthesis  share of synthesized area [%]
flops                      24                           64.6
simple gates               24                           30.1
buf+inv                     5                           5.25
[placed cells by master (no fill, tap or decap)]
cell	count
nor3b_1	4
dfrtp_1	24
nor3b_2	20
inv_1	1
clkbuf_8	3
clkdlybuf4s50_1	27
buf_12	3
buf_2	24
[state kept, by name, summed over array words and instances, names as in the netlist]
register,count
E_out_f3,3
E_out_f7,1
E_out_op,5
E_out_rd,5
E_out_rs1,5
E_out_rs2,5
[power groups by stage]
stage | sequential, uW | clock [uW] | combinational [uW]
CTS | 1020 | 623 | 282
finish | 1010 | 579 | 270
global route | 1020 | 661 | 302
[per-layer routing]
layer,wire length (um),up-vias,track usage [%]
met4,54,0,1.00
met5,0,-,0
met3,217,2,1.59
met1,1170,305,5.42
met2,1310,23,6.64
li1,-,285,-
[Yosys cell counts (all sizes together)]
| cell type | number | area share (%) |
|---|---|---|
| dfrtp | 24 | 65 |
| inv | 1 | 0.40 |
| buf | 4 | 4.8 |
| nor3b | 24 | 30 |
Power figures rest on the tool's default switching activity, not on a simulated workload.
