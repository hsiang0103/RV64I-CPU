File: ./run.sh
#!/bin/bash
# OpenROAD 26Q1-2900-gdf79404cd8, Yosys 0.63+post, stock flow scripts
make -C /OpenROAD-flow-scripts/flow DESIGN_CONFIG=/design/flow/config.mk WORK_HOME=/design/flow/orfs finish
File: ./design.v
package DEF;
    typedef logic [63:0] dw;
    typedef enum logic [3:0] {
        ALU_OP_ADD,
        ALU_OP_SLL,
        ALU_OP_SLT,
        ALU_OP_SLTU,
        ALU_OP_XOR,
        ALU_OP_SRL,
        ALU_OP_OR,
        ALU_OP_AND,
        ALU_OP_SUB,
        ALU_OP_SRA
    } alu_opcode_t;
    typedef enum logic {
        ALU_OP_32,
        ALU_OP_64
    } alu_op_width_t;
    typedef struct packed {
        alu_opcode_t   alu_op;
        alu_op_width_t alu_width;
    } alu_control_packet_t;
    typedef enum logic {
        NEXT_PC_SEL_PLUS_4,
        NEXT_PC_SEL_TARGET
    } next_pc_sel_t;
    typedef enum logic {
        ALU_OP1_SEL_RS1,
        ALU_OP1_SEL_PC
    } alu_op1_sel_t;
    typedef enum logic {
        ALU_OP2_SEL_RS2,
        ALU_OP2_SEL_IMM
    } alu_op2_sel_t;
    typedef enum logic [1:0] {
        SEL_PC_PLUS_4,
        SEL_LOAD_DATA,
        SEL_ALU_OUT
    } wb_sel_t;
    typedef union packed {
        struct packed {
            logic [6:0] func7;
            logic [4:0] rs2;
            logic [4:0] rs1;
            logic [2:0] func3;
            logic [4:0] rd;
            logic [6:0] opcode;
        } R_TYPE;
        struct packed {
            logic [11:0] imm_11_0;
            logic [4:0]  rs1;
            logic [2:0]  func3;
            logic [4:0]  rd;
            logic [6:0]  opcode;
        } I_TYPE;
        struct packed {
            logic [6:0] imm_11_5;
            logic [4:0] rs2;
            logic [4:0] rs1;
            logic [2:0] func3;
            logic [4:0] imm_4_0;
            logic [6:0] opcode;
        } S_TYPE;
        struct packed {
            logic [19:0] imm_31_12;
            logic [4:0]  rd;
            logic [6:0]  opcode;
        } U_TYPE;
        struct packed {
            logic imm_12;
            logic [5:0] imm_10_5;
            logic [4:0] rs2;
            logic [4:0] rs1;
            logic [2:0] func3;
            logic [3:0] imm_4_1;
            logic imm_11;
            logic [6:0] opcode;
        } B_TYPE;
        struct packed {
            logic imm_20;
            logic [9:0] imm_10_1;
            logic imm_11;
            logic [7:0] imm_19_12;
            logic [4:0] rd;
            logic [6:0] opcode;
        } J_TYPE;
        logic [31:0] raw;
    } inst_t;
    typedef enum logic [6:0] {
        OP = 7'b0110011,
        OP_32 = 7'b0111011,
        OP_IMM = 7'b0010011,
        OP_IMM_32 = 7'b0011011,
        LOAD = 7'b0000011,
        STORE = 7'b0100011,
        BRANCH = 7'b1100011,
        JAL = 7'b1101111,
        JALR = 7'b1100111,
        AUIPC = 7'b0010111,
        LUI = 7'b0110111,
        SYSTEM = 7'b1110011
    } INST_OPCODE;
    typedef enum logic [2:0] {
        ADD_SUB_FUNC3 = 3'b000,
        SLL_FUNC3 = 3'b001,
        SLT_FUNC3 = 3'b010,
        SLTU_FUNC3 = 3'b011,
        XOR_FUNC3 = 3'b100,
        SRL_SRA_FUNC3 = 3'b101,
        OR_FUNC3 = 3'b110,
        AND_FUNC3 = 3'b111
    } ARITHMETIC_FUNC3;
    typedef enum logic [2:0] {
        BEQ_FUNC3  = 3'b000,
        BNE_FUNC3  = 3'b001,
        BLT_FUNC3  = 3'b100,
        BGE_FUNC3  = 3'b101,
        BLTU_FUNC3 = 3'b110,
        BGEU_FUNC3 = 3'b111
    } BRANCH_FUNC3;
    typedef enum logic [2:0] {
        SB_FUNC3 = 3'b000,
        SH_FUNC3 = 3'b001,
        SW_FUNC3 = 3'b010,
        SD_FUNC3 = 3'b011
    } STORE_FUNC3;
    typedef enum logic [2:0] {
        LB_FUNC3  = 3'b000,
        LH_FUNC3  = 3'b001,
        LW_FUNC3  = 3'b010,
        LD_FUNC3  = 3'b011,
        LBU_FUNC3 = 3'b100,
        LHU_FUNC3 = 3'b101,
        LWU_FUNC3 = 3'b110
    } LOAD_FUNC3;
    typedef enum logic [11:0] {
        ECALL_FUNC12  = 12'b000000000000,
        EBREAK_FUNC12 = 12'b000000000001
    } SYSTEM_FUNC12;
    typedef enum logic {
        D_REG_DATA,
        W_FORWARDING_D
    } D_data_sel;
    typedef enum logic [1:0] {
        E_REG_DATA,
        M_FORWARDING_E,
        W_FORWARDING_E
    } E_data_sel;
endpackage : DEF
module Mux (input wire [31:0] A1,
            input wire [31:0] B0,
            input wire sel,
            output wire [31:0] Z);
    assign Z = (sel)? A1 : B0;
endmodule
File: ./constraint.sdc
current_design Mux

set clk_period 1.0
set clk_io_pct 0.2

create_clock -name clk0 -period $clk_period

set non_clock_inputs [all_inputs -no_clocks]
set_input_delay [expr $clk_period * $clk_io_pct] -clock clk0 $non_clock_inputs
set_output_delay [expr $clk_period * $clk_io_pct] -clock clk0 [all_outputs]
File: ./config.mk
export PLATFORM = sky130hd
export DESIGN_NAME = Mux
export DESIGN_NICKNAME = Mux
export VERILOG_FILES = /design/flow/design.v
export SDC_FILE = /design/flow/constraint.sdc
export NUM_CORES = 4
export LEC_CHECK = 1
export CORE_AREA = 10 10 70 70
export DIE_AREA = 0 0 80 80
==> results.json <==
{
  "final_cell_mix": "dlygate4sd2_1 (47), mux2_4 (32), buf_6 (21)",
  "grt_antenna_before_repair": 0,
  "n_clock_buffer": 0,
  "relSlewSlack": 0.926,
  "drc": 0,
  "vias": 690,
  "die_area_sq_um": 6400,
  "io_buffers": 97,
  "grt_pass1_wl_microns": 4000,
  "grt_pass1_vias": 751,
  "slew_violations": 0,
  "crit_fanout": 1,
  "gp_congestion": 0.758,
  "synth_area_per_cell_sq_um": 15.1,
  "setup_slack_ns": -0.173,
  "outcome": "finished, violations left",
  "p_leak_uw": 0.000887,
  "grt.total_usage": 0.0764,
  "seq_cells": 0,
  "stdcell_area_sq_um": 1590,
  "grt_overflow": 0,
  "critPathCapture": "Z[27]",
  "crit_arrival_ns": 0.97,
  "setup_viol": 32,
  "die_w_microns": 80,
  "routed_wl_microns": 2720,
  "grt_max_degree": 11,
  "pin_count": 97,
  "mi_logic_area_sq_um": 480,
  "tightest_slew_ns": 0.111,
  "vias_per_cell": 3.77,
  "synth_area_leader_cell": "mux2_4",
  "maxCapViolCount": 0,
  "critPathCaptureType": "primary output",
  "worstPathRequired_ns": 0.80,
  "wl_per_cell_microns": 14.9,
  "rsz0062_at_grt": "true",
  "hold_class": "in -> out",
  "cp-start-kind": "primary input",
  "powerDensity_nw_per_um2": 390,
  "violations": "setup timing",
  "core.rowCount": 21,
  "antenna_cells": 0,
  "place_area_sq_um": 1520,
  "dp_hpwl_microns": 2400,
  "ys_cells": 36,
  "drt_iter0_drc": 3,
  "fmax_mhz": 852,
  "areaGrowthSynthToFinish_pct": 191,
  "critPathKind": "in -> out",
  "dieHeight_microns": 80,
  "finalCriticalPeriod_ns": 1.17,
  "ys_seq_share": 0,
  "warnings": 34,
  "yosys_area_sq_um": 544,
  "irDropWorstVdd_mv": 0.161,
  "synth_area_sq_um": 544,
  "placeableCoreArea_sq_um": 3420,
  "dr.pass1.iters": 2,
  "fin_setup_tns_ns": -3.69,
  "synth_cells": 36,
  "lay_top_count": "dlygate4sd2_1",
  "whs_path_depth": 3,
  "cts_hold_buf": 0,
  "worstSetupStartpoint": "A1[27]",
  "top_cell_area_share": 0.828,
  "ys_types": 4,
  "register_area_sq_um": 0,
  "antenna_left": 0,
  "top_cells_by_area": "mux2_4 (83%), buf_12 (11%), mux2_2 (4.1%)",
  "hold_viol": 0,
  "preCtsSetupSlack_ns": -0.499,
  "power_uw": 619,
  "min_from": "B0[18]",
  "finalCritPeriodShare": 1.17,
  "fillers": 345,
  "yosys_warnings": 0,
  "fp_util": 0.159,
  "drive_above_1_share": 0.533
}
## synth_stat cells
cell / number
buf_12: 3
buf_6: 1
mux2_2: 2
mux2_4: 30
## power breakdown
group          internal [uW]  switching, uW
registers                  0              0
logic                    487            132
clock network              0              0
total                    487            132
## kinds of logic after synthesis
logic type / Yosys count / synth area share
buf+inv: 4 / 0.131
mux: 32 / 0.869
## layer usage
layer  routed length [microns]  share of wire  up-vias  global-route usage
met4                         0              0        0                   0
met3                       351           0.13        0              0.0318
li1                          -              -      339                   -
met2                      1350           0.50       51               0.136
met1                      1020           0.37      300              0.0877
met5                         0              0        -                   0
## what timing repair did
item,in CTS,in global routing
gates cloned,1,0
resized,170,15
buffers inserted,5,0
setup endpoints to repair,32,32
## worst min-delay path by stage
stage	to	slack (ns)
CTS	Z[23]	0.80
global route	Z[27]	0.71
finish	Z[18]	0.69
## critical path: stages
cell,delay (ns)
clkdlybuf4s50_1,0.40
mux2_4,0.26
buf_6,0.11
## stage by stage
stage / std cells / hold slack [ns] / util
4_1_cts: 183 / 0.801 / 0.446
5_1_grt: 183 / 0.713 / 0.464
2_1_floorplan: 36 / 0.498 / -
3_3_place_gp: 177 / 1.35 / 0.446
6_report: 183 / 0.692 / 0.464
3_5_place_dp: 177 / 1.36 / 0.446
## area by class of cell
cell class	count	share of cell area
timing repair buffer	105	0.661
multi-input combinational	32	0.303
tap	46	0.0363
No activity file was given, so power comes from the tool's default toggle rates.
