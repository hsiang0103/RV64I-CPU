`flow/run.sh`:
```
#!/bin/bash
# OpenROAD 26Q1-2900-gdf79404cd8, Yosys 0.63+post, stock flow scripts
make -C /OpenROAD-flow-scripts/flow DESIGN_CONFIG=/design/flow/config.mk WORK_HOME=/design/flow/orfs finish
```
`flow/config.mk`:
```
export PLATFORM = sky130hd
export DESIGN_NAME = icache
export DESIGN_NICKNAME = icache
export VERILOG_FILES = /design/flow/design.v
export SDC_FILE = /design/flow/constraint.sdc
export NUM_CORES = 4
export LEC_CHECK = 1
export CORE_UTILIZATION = 50
```
`flow/constraint.sdc`:
```
current_design icache

set clk_period 34.6
set clk_io_pct 0.2

create_clock -name clk0 -period $clk_period [get_ports {clk}]

set non_clock_inputs [all_inputs -no_clocks]
set_input_delay [expr $clk_period * $clk_io_pct] -clock clk0 $non_clock_inputs
set_output_delay [expr $clk_period * $clk_io_pct] -clock clk0 [all_outputs]
```
`flow/design.v`:
```
package DEF;
    typedef logic [63:0] dw;
    typedef enum logic [3:0] {
        ALU_OP_ADD,
        ALU_OP_SLL,
        ALU_OP_SLT,
        ALU_OP_SLTU,
        ALU_OP_XOR,
        ALU_OP_SRL,
        ALU_OP_OR,
        ALU_OP_AND,
        ALU_OP_SUB,
        ALU_OP_SRA
    } alu_opcode_t;
    typedef enum logic {
        ALU_OP_32,
        ALU_OP_64
    } alu_op_width_t;
    typedef struct packed {
        alu_opcode_t   alu_op;
        alu_op_width_t alu_width;
    } alu_control_packet_t;
    typedef enum logic {
        NEXT_PC_SEL_PLUS_4,
        NEXT_PC_SEL_TARGET
    } next_pc_sel_t;
    typedef enum logic {
        ALU_OP1_SEL_RS1,
        ALU_OP1_SEL_PC
    } alu_op1_sel_t;
    typedef enum logic {
        ALU_OP2_SEL_RS2,
        ALU_OP2_SEL_IMM
    } alu_op2_sel_t;
    typedef enum logic [1:0] {
        SEL_PC_PLUS_4,
        SEL_LOAD_DATA,
        SEL_ALU_OUT
    } wb_sel_t;
    typedef union packed {
        struct packed {
            logic [6:0] func7;
            logic [4:0] rs2;
            logic [4:0] rs1;
            logic [2:0] func3;
            logic [4:0] rd;
            logic [6:0] opcode;
        } R_TYPE;
        struct packed {
            logic [11:0] imm_11_0;
            logic [4:0]  rs1;
            logic [2:0]  func3;
            logic [4:0]  rd;
            logic [6:0]  opcode;
        } I_TYPE;
        struct packed {
            logic [6:0] imm_11_5;
            logic [4:0] rs2;
            logic [4:0] rs1;
            logic [2:0] func3;
            logic [4:0] imm_4_0;
            logic [6:0] opcode;
        } S_TYPE;
        struct packed {
            logic [19:0] imm_31_12;
            logic [4:0]  rd;
            logic [6:0]  opcode;
        } U_TYPE;
        struct packed {
            logic imm_12;
            logic [5:0] imm_10_5;
            logic [4:0] rs2;
            logic [4:0] rs1;
            logic [2:0] func3;
            logic [3:0] imm_4_1;
            logic imm_11;
            logic [6:0] opcode;
        } B_TYPE;
        struct packed {
            logic imm_20;
            logic [9:0] imm_10_1;
            logic imm_11;
            logic [7:0] imm_19_12;
            logic [4:0] rd;
            logic [6:0] opcode;
        } J_TYPE;
        logic [31:0] raw;
    } inst_t;
    typedef enum logic [6:0] {
        OP = 7'b0110011,
        OP_32 = 7'b0111011,
        OP_IMM = 7'b0010011,
        OP_IMM_32 = 7'b0011011,
        LOAD = 7'b0000011,
        STORE = 7'b0100011,
        BRANCH = 7'b1100011,
        JAL = 7'b1101111,
        JALR = 7'b1100111,
        AUIPC = 7'b0010111,
        LUI = 7'b0110111,
        SYSTEM = 7'b1110011
    } INST_OPCODE;
    typedef enum logic [2:0] {
        ADD_SUB_FUNC3 = 3'b000,
        SLL_FUNC3 = 3'b001,
        SLT_FUNC3 = 3'b010,
        SLTU_FUNC3 = 3'b011,
        XOR_FUNC3 = 3'b100,
        SRL_SRA_FUNC3 = 3'b101,
        OR_FUNC3 = 3'b110,
        AND_FUNC3 = 3'b111
    } ARITHMETIC_FUNC3;
    typedef enum logic [2:0] {
        BEQ_FUNC3  = 3'b000,
        BNE_FUNC3  = 3'b001,
        BLT_FUNC3  = 3'b100,
        BGE_FUNC3  = 3'b101,
        BLTU_FUNC3 = 3'b110,
        BGEU_FUNC3 = 3'b111
    } BRANCH_FUNC3;
    typedef enum logic [2:0] {
        SB_FUNC3 = 3'b000,
        SH_FUNC3 = 3'b001,
        SW_FUNC3 = 3'b010,
        SD_FUNC3 = 3'b011
    } STORE_FUNC3;
    typedef enum logic [2:0] {
        LB_FUNC3  = 3'b000,
        LH_FUNC3  = 3'b001,
        LW_FUNC3  = 3'b010,
        LD_FUNC3  = 3'b011,
        LBU_FUNC3 = 3'b100,
        LHU_FUNC3 = 3'b101,
        LWU_FUNC3 = 3'b110
    } LOAD_FUNC3;
    typedef enum logic [11:0] {
        ECALL_FUNC12  = 12'b000000000000,
        EBREAK_FUNC12 = 12'b000000000001
    } SYSTEM_FUNC12;
    typedef enum logic {
        D_REG_DATA,
        W_FORWARDING_D
    } D_data_sel;
    typedef enum logic [1:0] {
        E_REG_DATA,
        M_FORWARDING_E,
        W_FORWARDING_E
    } E_data_sel;
endpackage : DEF
module icache (input wire clk,
               input wire rst,
               input wire [15:0] address,        
               input wire [31:0] data_in_cpu,    
               input wire [31:0] data_in_mem,    
               input wire rd,                    
               input wire [3:0] wr,              
               output wire data_ready,
               output wire hit_miss,             
               output wire [31:0] data2cpu,      
               output wire [31:0] data2mem,      
               output wire [15:0] m_rd_address,  
               output wire [15:0] m_wr_address,  
               output wire mrden,                
               output wire mwren);               
    reg					valid [0:255];
    reg [5:0]	        tag   [0:255];
    reg [31:0]	        mem   [0:255];
    parameter IDLE    = 0;
    parameter MISS    = 1;
    parameter DONE    = 2;
    parameter WAITMEM = 3;
    integer i;
    reg [1:0] cs, ns;
    reg [31:0] _data2cpu;
    reg [31:0] _data2mem;
    reg [31:0] _m_wr_address;
    reg [7:0] counter;
    reg _mwren;
    wire [31:0] mask;
    assign mrden        = (cs == WAITMEM && counter == 10);
    assign mwren        = _mwren;
    assign data2mem     = _data2mem;
    assign m_rd_address = address;
    assign m_wr_address = _m_wr_address;
    assign data2cpu     = _data2cpu;
    assign data_ready   = (cs == DONE);
    assign mask         = (wr == 4'b1111)? 32'hFFFFFFFF : (wr == 4'b0011)? 32'h0000FFFF : (wr == 4'b0001)? 32'h000000FF : 32'b0;
    always @(cs or rd or wr or hit_miss or counter)
    begin
        case(cs)
            IDLE:   ns  = (rd || wr)? ((rd)? ((hit_miss)? (DONE) : (WAITMEM)) : ((hit_miss)? (DONE) : (MISS))) : (IDLE);
            IDLE:   ns  = (rd)? ((hit_miss)? DONE : WAITMEM) : ((wr)? ((hit_miss)? DONE : MISS) : IDLE);
            MISS:   ns  = DONE;
            WAITMEM: ns = (counter == 10)? MISS : WAITMEM;
            DONE:   ns  = IDLE;
            default:ns  = IDLE;
        endcase
    end
    always @(posedge clk or posedge rst)
    begin
        if (rst)
        begin
            cs <= IDLE;
        end
        else
        begin
            cs <= ns;
        end
    end
    assign hit_miss = (cs == IDLE) && (rd || wr) && (valid[address[9:2]] && (tag[address[9:2]] == address[15:10]));
    always @(posedge clk or posedge rst)
    begin
        if (rst)
        begin
            for(i = 0; i < 256; i = i + 1)
            begin
                valid[i] <= 0;
                mem[i]   <= 0;
                tag[i]   <= 0;
            end
            _data2mem     <= 0;
            _mwren        <= 0;
            _m_wr_address <= 0;
            _data2cpu     <= 0;
            counter       <= 0;
        end
        else
        begin
            case(cs)
                IDLE:
                begin
                    counter <= 0;
                    if (hit_miss)
                    begin
                        if (rd)  
                        begin
                            _data2cpu <= mem[address[9:2]];
                        end
                        else     
                        begin
                            _data2cpu            <= 32'b0;
                            mem[address[9:2]] <= mask & data_in_cpu;
                            _data2mem            <= mask & data_in_cpu;
                            _m_wr_address        <= address;
                            _mwren               <= 1;
                        end
                    end
                end
                MISS:
                begin
                    if (rd)
                    begin
                        _data2cpu              <= data_in_mem;
                        mem[address[9:2]]   <= data_in_mem;
                        tag[address[9:2]]   <= address[15:10];
                        valid[address[9:2]] <= 1;
                    end
                    else
                    begin
                        _data2cpu     <= 0;
                        _m_wr_address <= address;
                        _mwren        <= 1;
                        _data2mem     <= mask & data_in_cpu;
                    end
                end
                WAITMEM:
                begin
                    counter <= counter + 1;
                end
                DONE:
                begin
                    _data2cpu <= 0;
                    _mwren    <= 0;
                end
            endcase
        end
    end
endmodule
```
==> results.toml <==
# yosys + openroad results
[clock_network]
max_buffers_root_to_sink = 5
cell_resize_tally_after_clock_tree_synthesis = 0
clk_root_buffer_cell = "sky130_fd_sc_hd__clkbuf_16"
cts_sinks = 10100
htree_num_levels = 7
hold_buffer_count_at_cts = 0
postCtsSetupBuffers = 0
cts_buffer_count = 1168

[synth]
flop_cell = "sky130_fd_sc_hd__dfrtp_1"
count_of_flip_flops_with_a_built_in_enable_after_synthesis = 0
post_synthesis_instance_area_sq_um = 437000
syn-mean-instance-area_sq_um = 10.1
synth_async_sr_flop_share = 1.00
top_area_frac = 0.577
ys_types = 88
synth.ff_latch_count = 10100
ys_seq_frac = 0.577
postSynthCellCount = 43400
synth.largest_area_cell = "sky130_fd_sc_hd__dfrtp_1"
ys_warns = 4
yosysChipArea_sq_um = 437000
yosysCellCount = 43400
topCellsByArea = "sky130_fd_sc_hd__dfrtp_1, sky130_fd_sc_hd__a21oi_1, sky130_fd_sc_hd__a22oi_1, sky130_fd_sc_hd__mux2_2, sky130_fd_sc_hd__clkbuf_1"

[global_route]
track_usage = 0.970
grt_first_pass_wirelength_mm = 5450
grt_max_degree = 178
grt_overflow = 17800
first_global_vias = 521000

[floorplanning]
die_y_microns = 937
placement_rows = 343
num_io_pins = 187
die_width_microns = 937
fp_util = 0.502

[placement]
dpl.hpwl_mm = 2560
globalplace.congestion = 1.30
post_dp_cell_area_sq_um = 462000
buffer_ports.inserted = 186

[status]
status = "stopped before the end"
first_logged_error_message = "[ERROR GRT-0116] Global routing finished with congestion. Check the congestion regions in the DRC Viewer."
failing_step = "global routing (5_1_grt)"
[stage by stage]
stage	power, mW	setup slack (ps)	hold slack (ps)	std cells	utilization
3_5_place_dp	14.1	12970	447	53400	0.530
3_3_place_gp	14.1	12920	446	53400	0.530
2_1_floorplan	13.6	-113070	425	43400	-
4_1_cts	26.3	12950	461	55400	0.573
[Yosys cell counts (269+ instances only)]
| library cell | number |
|---|---|
| sky130_fd_sc_hd__a21oi_1 | 16500 |
| sky130_fd_sc_hd__mux2_2 | 1332 |
| sky130_fd_sc_hd__nor3_1 | 324 |
| sky130_fd_sc_hd__dfrtp_1 | 10100 |
| sky130_fd_sc_hd__buf_1 | 365 |
| sky130_fd_sc_hd__o21ai_0 | 353 |
| sky130_fd_sc_hd__and2_1 | 269 |
| sky130_fd_sc_hd__clkbuf_1 | 3022 |
| sky130_fd_sc_hd__nand2_1 | 2055 |
| sky130_fd_sc_hd__nand4_1 | 515 |
| sky130_fd_sc_hd__a22oi_1 | 4485 |
| sky130_fd_sc_hd__nor4_1 | 354 |
| sky130_fd_sc_hd__buf_2 | 1712 |
| sky130_fd_sc_hd__nor2_1 | 400 |
[logic make-up after synthesis]
group,synth area share
fa+ha+maj,0.0000572
mux,0.0367
compound gates,0.281
buf+inv,0.0525
xor+xnor,0.000100
simple gates,0.0526
flops,0.577
[layer usage]
metal  global-route usage  overflow
met3                0.952      3830
met2                 1.00      6255
met1                0.969      3355
met5                0.896       395
met4                0.952      3924
No activity file was given, so power comes from the tool's default toggle rates.
