## flow/run.sh

```bash
#!/bin/bash
# OpenROAD 26Q1-2900-gdf79404cd8, Yosys 0.63+post, stock flow scripts
make -C /OpenROAD-flow-scripts/flow DESIGN_CONFIG=/design/flow/config.mk WORK_HOME=/design/flow/orfs finish
```

## flow/config.mk

```make
export PLATFORM = sky130hd
export DESIGN_NAME = Mux3
export DESIGN_NICKNAME = Mux3
export VERILOG_FILES = /design/flow/design.v
export SDC_FILE = /design/flow/constraint.sdc
export NUM_CORES = 4
export LEC_CHECK = 1
export CORE_AREA = 10 10 76 76
export DIE_AREA = 0 0 86 86
```

## flow/constraint.sdc

```tcl
current_design Mux3

set clk_period 2.8
set clk_io_pct 0.2

create_clock -name clk0 -period $clk_period

set non_clock_inputs [all_inputs -no_clocks]
set_input_delay [expr $clk_period * $clk_io_pct] -clock clk0 $non_clock_inputs
set_output_delay [expr $clk_period * $clk_io_pct] -clock clk0 [all_outputs]
```

## flow/design.v

```verilog
package DEF;
    typedef logic [63:0] dw;
    typedef enum logic [3:0] {
        ALU_OP_ADD,
        ALU_OP_SLL,
        ALU_OP_SLT,
        ALU_OP_SLTU,
        ALU_OP_XOR,
        ALU_OP_SRL,
        ALU_OP_OR,
        ALU_OP_AND,
        ALU_OP_SUB,
        ALU_OP_SRA
    } alu_opcode_t;
    typedef enum logic {
        ALU_OP_32,
        ALU_OP_64
    } alu_op_width_t;
    typedef struct packed {
        alu_opcode_t   alu_op;
        alu_op_width_t alu_width;
    } alu_control_packet_t;
    typedef enum logic {
        NEXT_PC_SEL_PLUS_4,
        NEXT_PC_SEL_TARGET
    } next_pc_sel_t;
    typedef enum logic {
        ALU_OP1_SEL_RS1,
        ALU_OP1_SEL_PC
    } alu_op1_sel_t;
    typedef enum logic {
        ALU_OP2_SEL_RS2,
        ALU_OP2_SEL_IMM
    } alu_op2_sel_t;
    typedef enum logic [1:0] {
        SEL_PC_PLUS_4,
        SEL_LOAD_DATA,
        SEL_ALU_OUT
    } wb_sel_t;
    typedef union packed {
        struct packed {
            logic [6:0] func7;
            logic [4:0] rs2;
            logic [4:0] rs1;
            logic [2:0] func3;
            logic [4:0] rd;
            logic [6:0] opcode;
        } R_TYPE;
        struct packed {
            logic [11:0] imm_11_0;
            logic [4:0]  rs1;
            logic [2:0]  func3;
            logic [4:0]  rd;
            logic [6:0]  opcode;
        } I_TYPE;
        struct packed {
            logic [6:0] imm_11_5;
            logic [4:0] rs2;
            logic [4:0] rs1;
            logic [2:0] func3;
            logic [4:0] imm_4_0;
            logic [6:0] opcode;
        } S_TYPE;
        struct packed {
            logic [19:0] imm_31_12;
            logic [4:0]  rd;
            logic [6:0]  opcode;
        } U_TYPE;
        struct packed {
            logic imm_12;
            logic [5:0] imm_10_5;
            logic [4:0] rs2;
            logic [4:0] rs1;
            logic [2:0] func3;
            logic [3:0] imm_4_1;
            logic imm_11;
            logic [6:0] opcode;
        } B_TYPE;
        struct packed {
            logic imm_20;
            logic [9:0] imm_10_1;
            logic imm_11;
            logic [7:0] imm_19_12;
            logic [4:0] rd;
            logic [6:0] opcode;
        } J_TYPE;
        logic [31:0] raw;
    } inst_t;
    typedef enum logic [6:0] {
        OP = 7'b0110011,
        OP_32 = 7'b0111011,
        OP_IMM = 7'b0010011,
        OP_IMM_32 = 7'b0011011,
        LOAD = 7'b0000011,
        STORE = 7'b0100011,
        BRANCH = 7'b1100011,
        JAL = 7'b1101111,
        JALR = 7'b1100111,
        AUIPC = 7'b0010111,
        LUI = 7'b0110111,
        SYSTEM = 7'b1110011
    } INST_OPCODE;
    typedef enum logic [2:0] {
        ADD_SUB_FUNC3 = 3'b000,
        SLL_FUNC3 = 3'b001,
        SLT_FUNC3 = 3'b010,
        SLTU_FUNC3 = 3'b011,
        XOR_FUNC3 = 3'b100,
        SRL_SRA_FUNC3 = 3'b101,
        OR_FUNC3 = 3'b110,
        AND_FUNC3 = 3'b111
    } ARITHMETIC_FUNC3;
    typedef enum logic [2:0] {
        BEQ_FUNC3  = 3'b000,
        BNE_FUNC3  = 3'b001,
        BLT_FUNC3  = 3'b100,
        BGE_FUNC3  = 3'b101,
        BLTU_FUNC3 = 3'b110,
        BGEU_FUNC3 = 3'b111
    } BRANCH_FUNC3;
    typedef enum logic [2:0] {
        SB_FUNC3 = 3'b000,
        SH_FUNC3 = 3'b001,
        SW_FUNC3 = 3'b010,
        SD_FUNC3 = 3'b011
    } STORE_FUNC3;
    typedef enum logic [2:0] {
        LB_FUNC3  = 3'b000,
        LH_FUNC3  = 3'b001,
        LW_FUNC3  = 3'b010,
        LD_FUNC3  = 3'b011,
        LBU_FUNC3 = 3'b100,
        LHU_FUNC3 = 3'b101,
        LWU_FUNC3 = 3'b110
    } LOAD_FUNC3;
    typedef enum logic [11:0] {
        ECALL_FUNC12  = 12'b000000000000,
        EBREAK_FUNC12 = 12'b000000000001
    } SYSTEM_FUNC12;
    typedef enum logic {
        D_REG_DATA,
        W_FORWARDING_D
    } D_data_sel;
    typedef enum logic [1:0] {
        E_REG_DATA,
        M_FORWARDING_E,
        W_FORWARDING_E
    } E_data_sel;
endpackage : DEF
module Mux3(input wire [31:0] A2,
            input wire [31:0] B1,
            input wire [31:0] C0,
            input wire [1:0] sel,
            output wire[31:0] Z4);
    assign Z4 = (sel == 2'd2)? A2 : (sel == 2'd1)? B1 : (sel == 2'd0)? C0 : 32'b0;
endmodule
```

==> results.txt <==
Implementation run completed; key figures follow.

Placed design:
- The run gives the sum of net half-perimeters after detailed placement as 4010 microns.
- The run puts the area of placed instances at 2110 sq um.
- The run gives the total of buffers placed on input and output ports as 130.
- The run puts the placed instance count at 250.
- The run puts the final RePlAce weighted congestion at 0.776.

Yosys:
- The run puts the number of distinct library cells after synthesis at 8.
- The run gives the post-synth area from yosys stat as 787 sq um.
- The run gives the synthesized instance count as 77.
- The run gives the top-area cell type share of the netlist area as 0.407.
- The share of the Yosys chip area taken by registers is 0.
- The run gives the number of warnings printed during yosys synthesis as 0.
- The run puts the area of the mapped netlist at 787 sq um.
- Per the synthesis report, the dominant area consumer among library cells is mux2i_1.
- After synthesis, the mean cell area works out to 10.2 sq um.
- For this design, Yosys synthesis ends with a cell count of 77.
- Ranked by total cell area, the synthesized netlist is headed by mux2i_1 41%, o2bb2ai_1 24%, o2bb2ai_2 19%.

STA:
- The run gives the number of setup violations in the final report as 0.
- Counting pins that exceed their max-slew limit in the final report gives 0.
- The run puts the headroom to the max-slew limit at 0.733.
- The run gives the final tally of hold violations as 0.
- The run gives the share of the clock period used by the worst path as 0.933.
- The run puts the peak clock frequency supported by timing at 383 MHz.
- The run puts the time the final worst path needs with I/O delays and setup at 2610 ps.
- Setup repair after global routing left no endpoint under its margin.
- For the pin with the worst max-slew slack, the measured transition is 401 ps.
- For the final routed database, the setup TNS stands at 0 ps.

Global routing:
- The run gives the met3 usage as 0.0543.
- Routing resource usage on met1 recorded by global route was 0.121.
- The run puts the total overflow reported by the global router at 0.
- The first global-routing pass estimated 6490 microns of wire.
- For met2 alone, demand over resource in global routing was 0.184.
- The run gives the most used routing layer as met2.
- The run gives the largest net degree at the start of global routing as 33.
- The run puts the overall global routing resource usage at 0.107.
- The run puts the number of antenna violations at the first check in global routing at 0.
- The via count of the first global-routing pass is 1141.

Clocking:
- The run gives the post-cts hold buffer count as 0.
- The run puts the number of buffers added for setup after CTS at 0.
- The run gives the cell resize tally after clock tree synthesis as 0.

Setup path:
- The worst setup path is launched from a primary input.
- The run gives the arrival time of data at the critical path endpoint as 2050 ps.
- Max fanout on the critical path was recorded as 17.
- The run gives the count of buffer and inverter cells on the critical path as 3.
- The run gives the master of the slowest instance on the critical path as clkdlybuf4s50_1.
- For reference, the critical path cell chain is clkdlybuf4s50_1, nor2b_4, buf_12, o2bb2ai_1, clkdlybuf4s50_1.
- The run gives the required arrival time at the worst endpoint as 2240 ps.
- Among all stages on the critical path, the maximum delay recorded is 500 ps.
- The run gives the kind of critical path as in2out.
- The worst setup path is captured at an output pin.
- Per STA, the worst path accumulates the most delay in the family buffers and inverters.
- The run gives the cell seen most often among critical-path stages as clkdlybuf4s50_1.

Run status:
- The run finished with clean final reports.

Final layout:
- The run puts the number of inserted filler cells in the final layout at 373.
- The run gives the fraction of layout cells with a size suffix above 1 as 0.0850.
- For this run, the share of the core covered by cells in the final layout is 0.513.
- For this run, the number of standard cells in the final layout without fillers is 250.
- The run puts the register area at 0 sq um.
- The run gives the clock buffer instance count of the final layout as 0.
- The run gives the cell area after layout as 2110 sq um.
- There are 0 flip-flops and latches.
- The run gives the synthesis-to-finish area growth as 168%.

Pwr:
- The run puts the worst IR drop on VDD at 77.9 uV.
- The run puts the total power per unit cell area at 149 nW/um^2.
- The run puts the total power at 0.000314 W.
- Per the OpenROAD power report, leakage power amounts to 0.807 nW.

Floorplan:
- The run gives the fraction of the core area occupied by cells at floorplan as 0.191.
- The run gives the floorplan die height as 86 microns.
- The run gives the floorplan core area as 4120 sq um.
- The run puts the area of the chip at 7400 sq um.
- The run puts the site row count at 23.
- In this run the count of I/O pins placed on the die edge is 130.
- In this run the horizontal extent of the chip is 86 microns.

Route:
- Dividing the detail-routed wire length by the instance count gives 18.2 microns.
- The run puts the number of detailed-route iterations in the first pass at 2.
- Dividing the detail-routed via count by the number of cells gives 4.45.
- The script parses the final routing iteration and logs DRC violations as 0.
- The run puts the starting DRC count in detailed routing at 17.
- The run gives the final antenna diode count as 0.
- The run puts the post-detailed-route count of antenna-violating nets at 0.
- The run gives the overall via count from detail_route as 1112.
- The run gives the sum of routed wire length over all layers as 4550 microns.

Job:
- The run puts the max-capacitance violation count at 0.
- The run gives the OpenROAD warning count as 32.

Min path:
- The type recorded for the worst min-delay path is in2out.
## Yosys cell counts
master,count
nor2b_4,1
buf_6,8
buf_4,1
buf_2,1
clkbuf_1,2
o2bb2ai_1,22
o2bb2ai_2,10
mux2i_1,32
## layout by cell type, fill, tap and decap left out
cell / count
mux2i_1: 32
nor2b_4: 1
buf_2: 1
buf_12: 3
clkdlybuf4s50_1: 129
o2bb2ai_1: 22
buf_4: 2
o2bb2ai_2: 10
## cell type report
type               count  area, sq um  share of cell area
repair buffers       135         1370               0.650
multi-input cells     65          677               0.321
well taps             50         62.6              0.0296
## per-stage QoR
| step | setup slack (ps) | hold WS (ps) |
|---|---|---|
| after floorplan | 1080 | 1180 |
| after global placement | 186 | 2010 |
| after detailed placement | 182 | 2010 |
| after CTS | 172 | 2010 |
| after global routing | 97.7 | 2040 |
| final | 187 | 2000 |
## where the power goes
group | total, W | switching (W) | internal, W
Clock | 0 | 0 | 0
Sequential | 0 | 0 | 0
Combinational | 0.000314 | 0.0000809 | 0.000233
## final timing paths
kind / start / to / cells past startpoint / slack [ps]
max: sel[1] / Z4[20] / 5 / 190
min: sel[0] / Z4[26] / 5 / 2000
## cell families (layout without fill, tap and decap cells)
| family | Yosys count | in the layout | synth area share |
|---|---|---|---|
| simple gates | 1 | 1 | 0.0175 |
| compound gates | 32 | 32 | 0.436 |
| mux | 32 | 32 | 0.407 |
| buf+inv | 12 | 135 | 0.140 |
## layer usage
layer / part of all wire / wire length (microns)
met3: 0.12 / 563
met2: 0.49 / 2250
met5: 0 / 0
met1: 0.37 / 1700
met4: 0.0081 / 37
Power is estimated from default activity; no workload was simulated.
