==> design.v <==
package DEF;
    typedef logic [63:0] dw;
    typedef enum logic [3:0] {
        ALU_OP_ADD,
        ALU_OP_SLL,
        ALU_OP_SLT,
        ALU_OP_SLTU,
        ALU_OP_XOR,
        ALU_OP_SRL,
        ALU_OP_OR,
        ALU_OP_AND,
        ALU_OP_SUB,
        ALU_OP_SRA
    } alu_opcode_t;
    typedef enum logic {
        ALU_OP_32,
        ALU_OP_64
    } alu_op_width_t;
    typedef struct packed {
        alu_opcode_t   alu_op;
        alu_op_width_t alu_width;
    } alu_control_packet_t;
    typedef enum logic {
        NEXT_PC_SEL_PLUS_4,
        NEXT_PC_SEL_TARGET
    } next_pc_sel_t;
    typedef enum logic {
        ALU_OP1_SEL_RS1,
        ALU_OP1_SEL_PC
    } alu_op1_sel_t;
    typedef enum logic {
        ALU_OP2_SEL_RS2,
        ALU_OP2_SEL_IMM
    } alu_op2_sel_t;
    typedef enum logic [1:0] {
        SEL_PC_PLUS_4,
        SEL_LOAD_DATA,
        SEL_ALU_OUT
    } wb_sel_t;
    typedef union packed {
        struct packed {
            logic [6:0] func7;
            logic [4:0] rs2;
            logic [4:0] rs1;
            logic [2:0] func3;
            logic [4:0] rd;
            logic [6:0] opcode;
        } R_TYPE;
        struct packed {
            logic [11:0] imm_11_0;
            logic [4:0]  rs1;
            logic [2:0]  func3;
            logic [4:0]  rd;
            logic [6:0]  opcode;
        } I_TYPE;
        struct packed {
            logic [6:0] imm_11_5;
            logic [4:0] rs2;
            logic [4:0] rs1;
            logic [2:0] func3;
            logic [4:0] imm_4_0;
            logic [6:0] opcode;
        } S_TYPE;
        struct packed {
            logic [19:0] imm_31_12;
            logic [4:0]  rd;
            logic [6:0]  opcode;
        } U_TYPE;
        struct packed {
            logic imm_12;
            logic [5:0] imm_10_5;
            logic [4:0] rs2;
            logic [4:0] rs1;
            logic [2:0] func3;
            logic [3:0] imm_4_1;
            logic imm_11;
            logic [6:0] opcode;
        } B_TYPE;
        struct packed {
            logic imm_20;
            logic [9:0] imm_10_1;
            logic imm_11;
            logic [7:0] imm_19_12;
            logic [4:0] rd;
            logic [6:0] opcode;
        } J_TYPE;
        logic [31:0] raw;
    } inst_t;
    typedef enum logic [6:0] {
        OP = 7'b0110011,
        OP_32 = 7'b0111011,
        OP_IMM = 7'b0010011,
        OP_IMM_32 = 7'b0011011,
        LOAD = 7'b0000011,
        STORE = 7'b0100011,
        BRANCH = 7'b1100011,
        JAL = 7'b1101111,
        JALR = 7'b1100111,
        AUIPC = 7'b0010111,
        LUI = 7'b0110111,
        SYSTEM = 7'b1110011
    } INST_OPCODE;
    typedef enum logic [2:0] {
        ADD_SUB_FUNC3 = 3'b000,
        SLL_FUNC3 = 3'b001,
        SLT_FUNC3 = 3'b010,
        SLTU_FUNC3 = 3'b011,
        XOR_FUNC3 = 3'b100,
        SRL_SRA_FUNC3 = 3'b101,
        OR_FUNC3 = 3'b110,
        AND_FUNC3 = 3'b111
    } ARITHMETIC_FUNC3;
    typedef enum logic [2:0] {
        BEQ_FUNC3  = 3'b000,
        BNE_FUNC3  = 3'b001,
        BLT_FUNC3  = 3'b100,
        BGE_FUNC3  = 3'b101,
        BLTU_FUNC3 = 3'b110,
        BGEU_FUNC3 = 3'b111
    } BRANCH_FUNC3;
    typedef enum logic [2:0] {
        SB_FUNC3 = 3'b000,
        SH_FUNC3 = 3'b001,
        SW_FUNC3 = 3'b010,
        SD_FUNC3 = 3'b011
    } STORE_FUNC3;
    typedef enum logic [2:0] {
        LB_FUNC3  = 3'b000,
        LH_FUNC3  = 3'b001,
        LW_FUNC3  = 3'b010,
        LD_FUNC3  = 3'b011,
        LBU_FUNC3 = 3'b100,
        LHU_FUNC3 = 3'b101,
        LWU_FUNC3 = 3'b110
    } LOAD_FUNC3;
    typedef enum logic [11:0] {
        ECALL_FUNC12  = 12'b000000000000,
        EBREAK_FUNC12 = 12'b000000000001
    } SYSTEM_FUNC12;
    typedef enum logic {
        D_REG_DATA,
        W_FORWARDING_D
    } D_data_sel;
    typedef enum logic [1:0] {
        E_REG_DATA,
        M_FORWARDING_E,
        W_FORWARDING_E
    } E_data_sel;
endpackage : DEF
module Imme_Ext (input wire [31:0] inst,
                 output reg[31:0] imm_ext_out);
    wire [4:0]opcode;
    parameter R_type = 5'b01100;
    parameter I_type = 5'b00100;
    parameter load   = 5'b00000;
    parameter JALR   = 5'b11001;
    parameter S_type = 5'b01000;
    parameter B_type = 5'b11000;
    parameter JAL    = 5'b11011;
    parameter LUI    = 5'b01101;
    parameter auipc  = 5'b00101;
    assign opcode = inst[6:2];
    always @(inst[31:7] or opcode)
    begin
        case(opcode)
            R_type:
            begin
                imm_ext_out = 32'b0;
            end
            I_type:
            begin
                if (inst[14:12] == 3'b001 || inst[14:12] == 3'b101)
                begin
                    imm_ext_out = {{27{1'b0}} , inst[24:20]};
                end
                else
                begin
                    imm_ext_out = {{20{inst[31]}} , inst[31:20]};
                end
            end
            load:
            begin
                imm_ext_out = {{20{inst[31]}} , inst[31:20]};
            end
            JALR:
            begin
                imm_ext_out = {{20{inst[31]}} , inst[31:20]};
            end
            S_type:
            begin
                imm_ext_out = {{20{inst[31]}} , inst[31:25] , inst[11:7]};
            end
            B_type:
            begin
                imm_ext_out = {{20{inst[31]}} , inst[7] , inst[30:25] , inst[11:8] , 1'b0};
            end
            LUI:
            begin
                imm_ext_out = {inst[31:12] , 12'b0};
            end
            auipc:
            begin
                imm_ext_out = {inst[31:12] , 12'b0};
            end
            JAL:
            begin
                imm_ext_out = {{12{inst[31]}} , inst[19:12] , inst[20] , inst[30:21] , 1'b0};
            end
            default:
            begin
                imm_ext_out = 32'h0;
            end
        endcase
    end
endmodule
==> run.sh <==
#!/bin/bash
# OpenROAD 26Q1-2900-gdf79404cd8, Yosys 0.63+post, stock flow scripts
make -C /OpenROAD-flow-scripts/flow DESIGN_CONFIG=/design/flow/config.mk WORK_HOME=/design/flow/orfs finish
==> config.mk <==
export PLATFORM = sky130hd
export DESIGN_NAME = Imme_Ext
export DESIGN_NICKNAME = Imme_Ext
export VERILOG_FILES = /design/flow/design.v
export SDC_FILE = /design/flow/constraint.sdc
export NUM_CORES = 4
export LEC_CHECK = 1
export CORE_AREA = 10 10 70 70
export DIE_AREA = 0 0 80 80
==> constraint.sdc <==
current_design Imme_Ext

set clk_period 2.7
set clk_io_pct 0.2

create_clock -name clk0 -period $clk_period

set non_clock_inputs [all_inputs -no_clocks]
set_input_delay [expr $clk_period * $clk_io_pct] -clock clk0 $non_clock_inputs
set_output_delay [expr $clk_period * $clk_io_pct] -clock clk0 [all_outputs]
==> results.txt <==
The flow completed. The final layout contains a sequential cell count of 0. The power report puts the leakage power at 0.6612 nW. The largest single stage delay on the critical path is 0.50 ns. Floorplan die height landed at 80 µm.

The floorplan has 21 rows. On the critical path, the stage with the largest delay is an instance of clkdlybuf4s50_1. After layout, the design draws a total of 182.9 µW. The transition time recorded at the tightest slew-check pin is 0.2901 ns. Share of post-route cells with drive strength above 1 landed at 25.62%. The number of antenna diodes in the final layout is 0. STA classifies the critical path endpoint as a primary output.

Entering global routing, the biggest net connects 19 pins. For the worst setup path, the data arrival time is 2.12 ns. Sequential cell area fraction in the yosys report landed at 0%. Leaving out filler cells and counting taps, the final layout contains 206. Maximum fanout encountered on the critical timing path landed at 4. Top-level I/O count landed at 64. Distinct cell type count after synthesis landed at 26.

Number of DRC violations after detailed-routing iteration 0 landed at 24. Final-report setup violation count landed at 0. Layout clock buffer count landed at 0.

Dividing total power by cell area gives a power density of 127.1 mW/mm². Synthesis warning total landed at 1. Post-detailed-route DRC marker count landed at 0. In the floorplan report the effective utilization is 15.90%.

Cell area after technology mapping landed at 543.0 µm². Checking hold timing, the worst path is listed with class in2out. The run finished with clean final reports. The report lists the cells along the critical path as clkdlybuf4s50_1 -> buf_4 -> nor2b_1 -> o21a_2 -> o2bb2ai_1 -> clkdlybuf4s50_1. Counting pins that exceed their max-slew limit in the final report gives 0.

Nets still carrying antenna violations after routing amount to 0. Summing all placed instances gives a cell area of 0.001284 mm². Yosys reports a chip area of 543.0 µm². The flow reports an fmax of 375.4 MHz. Setup repair after global routing left no endpoint under its margin. Post-route period utilization is reported as 98.67%. Average wire length per cell after detail routing landed at 14.17 µm. Final hold slack landed at 1.573 ns. The iteration count recorded for the first detailed-route pass is 4. Worst max-slew margin expressed relative to the limit landed at 80.52%. Summed over all layers, the routed wires come to 2918 µm.

The die covers 0.006400 mm². The worst path in the final design needs a cycle of 2.664 ns, including I/O delays and setup. The final weighted congestion recorded by global placement is 0.7540. The global route stage reports its total congestion overflow as 0. Hold violation total from the final report landed at 0. Number of buffers inserted for hold repair after clock tree synthesis landed at 0. Global-route wire length before repair landed at 4574 µm.

Global routing consumed, over all layers together, 8.520% of the routing resources. In this run the mean area of a mapped cell was 6.542 µm². At the worst endpoint, the required time is 2.16 ns. Tally of filler cells in the layout landed at 343. Accumulated negative setup slack landed at 0 ns. Number of instances in the synthesized netlist landed at 83. Total number of vias landed at 920. The worst-case IR drop observed on VDD is 0.00004833 V.

Counting stages on the worst path, the most repeated cell is clkdlybuf4s50_1. Number of maximum-capacitance constraint violations landed at 0. In this run the layout overhead on the synthesized area is reported as 165.0%. Overall die width landed at 80 µm. Detailed-placement wirelength estimate landed at 2170 µm. The region available for standard cell placement spans 0.003416 mm².

STA classifies the critical path startpoint as an input pin. Buffers placed on the I/O ports in this run total 62. Vias per cell landed at 4.466. Storage element area landed at 0 µm². Final design instance area without fill landed at 0.001439 mm². Cell total in the yosys stat output landed at 83. Initial antenna violation count landed at 0. Tool warning count landed at 34. Cell count after placement landed at 197.

The via count of the first global-routing pass came to 893. The critical path is of the in2out type.
layout by cell type (no fill, tap or decap):
cell type         n
nor3b_1           1
inv_1             9
o2bb2ai_1         1
dlymetal6s2s_1    6
a21o_1            1
buf_4            18
mux2i_1           1
o21ai_1          11
clkbuf_2          2
nand3_1           2
inv_2             1
o221ai_1          3
a21oi_1           2
and4bb_2          1
nand2b_1          3
a22o_1            4
nand2_1          11
nand3b_1          3
o221ai_2          5
a32oi_4           1
nor4_4            1
a211o_1           1
clkdlybuf4s15_2   2
dlygate4sd2_1     5
buf_12            3
nor2b_1           7
o21a_2            2
a31oi_4           1
o21ai_0           1
and3b_2           1
clkdlybuf4s50_1  47
or4_4             2
nor2b_2           1
repair_timing:
action | 4_1_cts | 5_1_grt
hold endpoints to repair | 0 | 0
endpoints found under the setup margin | 32 | 8
setup buffers | 5 | 2
gates resized | 26 | 10
pin swaps | 7 | 1
gates cloned | 2 | 0
worst max-delay path: cells and delay by family:
kind / cells / cell delay (ns)
AND/OR/NAND/NOR: 1 / 0.14
AND-OR/OR-AND: 2 / 0.36
buffers and inverters: 3 / 1.09
routing by layer:
metal  share of wire, %  wire [µm]  up-vias  global-route usage [%]
met5                  0          0        -                       0
met1                 49       1425      402                   11.93
met4                  0          0        0                       0
met3                 14        415        0                   4.886
met2                 37       1077       51                   11.64
li1                   -          -      467                       -
worst paths after layout:
| check | start | to | slack [ns] | cells after the start |
|---|---|---|---|---|
| max | inst[12] | imm_ext_out[11] | 0.04 | 6 |
| min | inst[6] | imm_ext_out[0] | 1.57 | 4 |
cell usage after synthesis:
master | count | area share [%]
and3b_1 | 1 | 1.6
o21ai_0 | 1 | 0.92
a21oi_1 | 2 | 1.8
or4_4 | 1 | 2.1
a31oi_4 | 1 | 3.9
nor3b_1 | 1 | 1.4
buf_2 | 2 | 1.8
and4bb_2 | 1 | 2.3
nand3b_1 | 3 | 4.1
o21ai_1 | 11 | 10
nor4_2 | 1 | 2.3
a211o_1 | 1 | 1.6
mux2i_1 | 1 | 1.8
clkbuf_1 | 3 | 2.1
a22o_1 | 4 | 6.5
a21o_1 | 1 | 1.4
o21a_1 | 1 | 1.4
a32oi_2 | 1 | 3.0
o2bb2ai_1 | 1 | 1.6
o221ai_1 | 8 | 13
nor2b_1 | 8 | 9.2
nand3_1 | 2 | 1.8
nand2b_1 | 3 | 3.5
inv_1 | 10 | 6.9
nand2_1 | 11 | 7.6
buf_6 | 3 | 6.2
final cells by class:
cell class	instances	area [µm²]	area share, %
timing repair buffer	83	817.0	56.78
multi-input combinational	67	526.8	36.61
tap	46	57.56	4.000
inverter	10	37.54	2.609
power by group:
| part | leakage (nW) | switching [mW] | internal, mW |
|---|---|---|---|
| clock | 0 | 0 | 0 |
| combinational | 0.661 | 0.0634 | 0.119 |
| sequential | 0 | 0 | 0 |
cells by family (layout without fill, tap and decap cells):
| kind of cell | Yosys count | in the layout | share of synthesized area [%] |
|---|---|---|---|
| buffers and inverters | 18 | 93 | 17.05 |
| and+or+nand+nor | 32 | 33 | 35.95 |
| muxes | 1 | 1 | 1.843 |
| AOI/OAI and AO/OA | 32 | 33 | 45.16 |
through the flow:
step / utilization (%) / worst slack [ns]
2_1_floorplan: - / 0.7272
3_3_place_gp: 37.58 / -0.3497
3_5_place_dp: 37.58 / -0.3984
4_1_cts: 41.47 / 0.00009814
5_1_grt: 42.12 / 0.002418
6_report: 42.12 / 0.03583
Power and IR drop assume default switching activity.
